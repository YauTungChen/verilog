[design.v]
module full#(parameter DSIZE=8,
             parameter ASIZE=4)
(
    input wclk,
    input wrst_n,
    input wen,
    input [ASIZE:0]rptr_db,
    output [ASIZE:0]wptr,
    output [ASIZE-1:0]waddr,
    output full
);
reg [ASIZE:0]bin,bin_next;
reg [ASIZE:0]gray,gray_next;
reg full;
always@(posedge wclk or negedge wrst_n)
    if(!wrst_n) begin
        bin<=0;
        gray<=0;
    end else begin
        bin<=bin_next;
        gray<=gray_next;
    end
always@* begin
    bin_next=bin+(wen & ~full);
    gray_next=bin_next ^ (bin_next>>1);
end
always@(posedge wclk or negedge wrst_n)
    if(!wrst_n)
        full<=0;
    else
        full<=(gray_next[ASIZE:ASIZE-1]!=rptr_db[ASIZE:ASIZE-1]) &
              (gray_next[ASIZE-2:0]==rptr_db[ASIZE-2:0]);
assign wptr=gray;
assign waddr=bin[ASIZE-1:0];
endmodule
[run.sh]
#!/bin/bash
# OpenROAD 26Q1-2900-gdf79404cd8, Yosys 0.63+post, stock flow scripts
make -C /OpenROAD-flow-scripts/flow DESIGN_CONFIG=/design/flow/config.mk WORK_HOME=/design/flow/orfs finish
[config.mk]
export PLATFORM = sky130hd
export DESIGN_NAME = full
export DESIGN_NICKNAME = full
export VERILOG_FILES = /design/flow/design.v
export SDC_FILE = /design/flow/constraint.sdc
export NUM_CORES = 4
export LEC_CHECK = 1
export CORE_AREA = 10 10 70 70
export DIE_AREA = 0 0 80 80
[constraint.sdc]
current_design full

set clk_period 3.5
set clk_io_pct 0.2

create_clock -name clk0 -period $clk_period [get_ports {wclk}]

set non_clock_inputs [all_inputs -no_clocks]
set_input_delay [expr $clk_period * $clk_io_pct] -clock clk0 $non_clock_inputs
set_output_delay [expr $clk_period * $clk_io_pct] -clock clk0 [all_outputs]
==> results.py <==
# Synthesis and PnR figures
metrics = {
    "logic_synthesis": {
        "edf_count": 0,
        "synthMostInstantiatedCell": "dfrtp_1",
        "synthAoiAreaFrac_pct": 3.08,
        "synth_flops": 10,
        "yosysChipArea_sq_um": 488,
        "ys_sh_adder_pct": 5.13,
        "synthArstFlopShare_pct": 100,
        "xor_area_share_pct": 27.9,
        "topCellsByArea": "dfrtp_1, xor2_1, xnor2_1",
        "ff_type": "dfrtp_1",
        "synthesis.area_sq_um": 488,
        "synth-warning-count": 1,
        "syn_inst": 37,
        "avgSynthCellArea_sq_um": 13.2,
        "logic_family": "XOR/XNOR gates",
        "synth_area_leader_cell": "dfrtp_1",
        "mux_share_pct": 2.05,
        "simple_gate_area_share_pct": 9.74,
        "ys_types": 15,
        "netlist_top_cells_count": "dfrtp_1, xor2_1, xnor2_1",
        "ys_cells": 37,
        "ys_seq_share_pct": 51.3,
        "synth_top_area_share_pct": 51.3,
    },
    "die": {
        "coreArea_sq_mm": 0.00342,
        "ios": 18,
        "fp-row-count": 21,
        "initial_utilization_pct": 14.3,
        "dieArea_sq_mm": 0.00640,
        "die_w_um": 80,
        "die_h_um": 80,
    },
    "drt": {
        "drt_iter0_markers": 18,
        "dr.pass1.iters": 4,
        "drc": 0,
        "post_drt_wl_per_cell_um": 9.97,
        "vias": 318,
        "antennaDiodeCount": 0,
        "ant_nets": 0,
        "routed_wl_um": 1030,
        "via_per_inst": 3.09,
    },
    "cts": {
        "hold_buffers": 0,
        "tritoncts": "yes",
        "root_buffer": "clkbuf_4",
        "cts.sinks": 10,
        "cts_buffer_depth": 2,
        "clock_latency_ns": 0.26,
        "path_clk_slew_ns": 0.06,
        "post_cts_buffers": 0,
        "htreeDepth": 1,
        "cts_made_buffers": 3,
        "cts.repair.resized": 0,
    },
    "pwr": {
        "combPwrFrac_pct": 55.3,
        "leakage_nw": 0.302,
        "power_frac_clock_pct": 11.4,
        "seq_power_share_pct": 33.3,
        "ir_drop_v": 0.000324,
        "pwr_density_cell_mw_per_mm2": 888,
        "internal-power_mw": 0.442,
        "p_switching_mw": 0.213,
        "switching_share_pct": 32.5,
    },
    "sta": {
        "final.period_utilization_pct": 71.8,
        "tns_ns": 0,
        "fin_skew_ns": 0.00137,
        "max_freq_mhz": 398,
        "hold_viol_final": 0,
        "fin_ws_ns": 0.986,
        "finalSetupViolations": 0,
        "max_slew_margin_pct": 71.7,
        "worst_slew_pin_slew_ns": 0.424,
        "drv_slew": 0,
        "grt_setup_unrepaired": "no",
        "min_period_ns": 2.51,
    },
    "cells_and_area": {
        "nFillCells": 370,
        "fin_util_pct": 21.6,
        "flop_area_sq_um": 250,
        "drive_gt1_share_pct": 8.77,
        "mi_logic_area_sq_um": 234,
        "area_growth_pct": 51.3,
    },
    "worst_setup_path": {
        "worstPathArrival_ns": 2.66,
        "slowest_stage": "clkdlybuf4s50_1",
        "slowest_delay_ns": 0.45,
        "end_kind": "flop",
        "path_common_cell": "ha_1",
        "crit_fanout": 4,
        "start_kind": "input pin",
        "crit_chain": "clkdlybuf4s50_1, nor2b_1, ha_1, ha_1, xor2_2, xnor2_1, mux2i_1, a2111oi_2",
        "path_class": "input pin to flop",
        "cp.required_ns": 3.65,
    },
    "grt": {
        "grt-ovfl-total": 0,
        "track_usage_pct": 3.50,
        "antenna_found_initial": 0,
        "grt_pass1_vias": 340,
        "grt_pass1_wl_um": 1700,
        "grt_max_degree": 11,
    },
    "job": {
        "maxCapViolCount": 0,
        "openroad.warnings": 25,
    },
    "place": {
        "place.gp.congestion": 0.807,
        "portBuffers": 17,
        "preCtsSetupSlack_ns": 0.698,
    },
    "outcome": {
        "status": "finished, final reports clean",
    },
    "min_path": {
        "holdCritPathClass": "flop to flop",
    },
}
==> registers in the layout, summed over array words and instances (netlist names) <==
| name | cells |
|---|---|
| bin | 5 |
| gray | 4 |
| full | 1 |
==> final timing paths <==
kind,startpoint,end,slack (ns),cells after the start
max in group asynchronous,wrst_n,gray[1]$_DFF_PN0_,2.46,1
min in group asynchronous,wrst_n,gray[2]$_DFF_PN0_,0.74,1
setup / recovery,wen,full$_DFF_PN0_,0.99,8
setup reg to reg,full$_DFF_PN0_,full$_DFF_PN0_,1.51,7
hold / removal,bin[4]$_DFF_PN0_,bin[4]$_DFF_PN0_,0.57,1
hold reg to reg,bin[4]$_DFF_PN0_,bin[4]$_DFF_PN0_,0.57,1
==> cell type report <==
cell class	count	share of cell area, %
Tap cell	46	7.80
Timing Repair Buffer	17	23.1
Inverter	1	0.508
Multi-Input combinational cell	26	31.7
Clock buffer	3	3.05
Sequential cell	10	33.9
==> cells by family (layout without fill, tap and decap cells) <==
logic type      after synthesis  count (layout)
flops                        10              10
buf+inv                       1              21
xor+xnor                     13              13
fa+ha+maj                     2               2
compound gates                1               1
simple gates                  9               9
mux                           1               1
==> worst max-delay path: cells and delay by family <==
family | cells | cell delay (ns)
adders and majority gates | 2 | 0.46
AOI/OAI and AO/OA | 1 | 0.34
muxes | 1 | 0.13
and+or+nand+nor | 1 | 0.13
buffers and inverters | 1 | 0.45
xor gates and xnor gates | 2 | 0.44
==> per-stage QoR <==
step	instance area, sq um	cells	hold slack [ns]	total power [mW]
6_report	738	103	0.574	0.656
5_1_grt	738	103	0.618	0.719
4_1_cts	738	103	0.574	0.673
3_5_place_dp	716	100	0.568	0.593
3_3_place_gp	716	100	0.564	0.592
2_1_floorplan	488	37	0.404	0.429
==> power groups by stage <==
stage	clock (mW)	sequential, mW	combinational, mW
4_1_cts	0.0792	0.220	0.374
5_1_grt	0.0858	0.228	0.405
6_report	0.0750	0.218	0.362
==> layout by cell type, fill, tap and decap left out <==
| cell | instances |
|---|---|
| ha_1 | 2 |
| mux2i_1 | 1 |
| xnor2_1 | 5 |
| xor3_1 | 1 |
| clkbuf_4 | 3 |
| xor2_2 | 1 |
| nor3b_1 | 1 |
| nand2_1 | 2 |
| nor2b_1 | 2 |
| nor2_1 | 1 |
| inv_1 | 1 |
| nand3_1 | 2 |
| clkdlybuf4s50_1 | 17 |
| xor2_1 | 6 |
| and2_1 | 1 |
| a2111oi_2 | 1 |
| dfrtp_1 | 10 |
==> metal layers <==
layer,wire length [um],vias to the layer above,global-route usage (%)
met5,0,-,0
met4,8,0,0.528
met3,130,2,2.50
met2,397,16,4.82
met1,491,139,4.43
li1,-,161,-
Power figures rest on the tool's default switching activity, not on a simulated workload.
