==> ./design.v <==
module empty#(parameter DSIZE=8,
              parameter ASIZE=4)
(
    input rclk,
    input rrst_n,
    input ren,
    input [ASIZE:0]wptr_db,
    output [ASIZE:0]rptr,
    output [ASIZE-1:0]raddr,
    output empty
);
reg [ASIZE:0]bin,bin_next;
reg [ASIZE:0]gray,gray_next;
reg empty;
always@(posedge rclk or negedge rrst_n)
    if(!rrst_n) begin
        bin<=0;
        gray<=0;
    end else begin
        bin<=bin_next;
        gray<=gray_next;
    end
always@* begin
    bin_next=bin+(ren & ~empty);
    gray_next=bin_next ^ (bin_next>>1);
end
always@(posedge rclk or negedge rrst_n)
    if(!rrst_n)
        empty<=1;
    else
        empty<=(gray_next==wptr_db);
assign rptr=gray;
assign raddr=bin[ASIZE-1:0];
endmodule
==> ./run.sh <==
#!/bin/bash
# OpenROAD 26Q1-2900-gdf79404cd8, Yosys 0.63+post, stock flow scripts
make -C /OpenROAD-flow-scripts/flow DESIGN_CONFIG=/design/flow/config.mk WORK_HOME=/design/flow/orfs finish
==> ./config.mk <==
export PLATFORM = sky130hd
export DESIGN_NAME = empty
export DESIGN_NICKNAME = empty
export VERILOG_FILES = /design/flow/design.v
export SDC_FILE = /design/flow/constraint.sdc
export NUM_CORES = 4
export LEC_CHECK = 1
export CORE_AREA = 10 10 79 79
export DIE_AREA = 0 0 89 89
==> ./constraint.sdc <==
current_design empty

set clk_period 2.8
set clk_io_pct 0.2

create_clock -name clk0 -period $clk_period [get_ports {rclk}]

set non_clock_inputs [all_inputs -no_clocks]
set_input_delay [expr $clk_period * $clk_io_pct] -clock clk0 $non_clock_inputs
set_output_delay [expr $clk_period * $clk_io_pct] -clock clk0 [all_outputs]
==> impl_metrics.json <==
{
  "startpoint_type": "primary input",
  "htree_levels": 1,
  "finalCriticalPeriod_ps": 2400,
  "p_clk_frac": 0.161,
  "tritoncts": "done",
  "die-height_um": 89,
  "maxSlewHeadroom": 0.716,
  "critPathArrivalTime_ps": 2530,
  "fin_hold_ws_ps": 576,
  "p_leak_nw": 0.302,
  "postRouteAntennaNets": 0,
  "gp_congestion": 0.674,
  "fillers": 506,
  "postCtsSetupRepairBufs": 0,
  "drc": 0,
  "die_w_um": 89,
  "area_delta_synth_final_pct": 61.1,
  "utilization": 0.164,
  "fin_crit_sh": 0.859,
  "crit_top_cell": "ha_1",
  "grt_overflow_total": 0,
  "yosys.stat.seqShare": 0.529,
  "grt_pass1_vias": 376,
  "setup.worst_path.class": "primary input to flip-flop",
  "switching_share": 0.323,
  "dpl.cell_count": 109,
  "crit_required_ps": 2920,
  "power_density_mw_per_mm2": 1190,
  "cts_buffers": 3,
  "yosys_area_sq_um": 475,
  "post_drt_via_cell_ratio": 3.08,
  "top_area_cell": "dfrtp_1",
  "tightest_slew_ps": 425,
  "edf_count": 0,
  "critPathMaxFanout": 5,
  "p_total_w": 0.000913,
  "pwr-share-comb": 0.521,
  "synth_stat.cells": 37,
  "post_layout_nonfiller_instances": 113,
  "cpPeakStageDelay_ps": 450,
  "clk_path_buf_depth": 2,
  "openroad.warnings": 25,
  "grt_pass1_wl_um": 1730,
  "wl_per_cell_um": 9.97,
  "gr-usage-all-layers": 0.0274,
  "std_cell_rows": 25,
  "vdd.ir_drop.worst_mv": 0.247,
  "cts-hold-fix-buffers": 0,
  "ctsResizeCount": 0,
  "synth_cell_types": 16,
  "cts.sinks": 10,
  "first_pass_iters": 2,
  "switching_power_w": 0.000295,
  "dr_wl_met3_um": 143,
  "rsz0062_at_grt": "false",
  "ys.flops": 10,
  "cp_slowest_cell": "clkdlybuf4s50_1",
  "fp_util": 0.102,
  "path_clk_slew_ps": 40,
  "routed.top_layer": "met4",
  "grt_max_degree": 11,
  "fin_skew_ps": 4.41,
  "p_int_w": 0.000618,
  "avgSynthCellArea_sq_um": 12.9,
  "final_layout_size_suffix_gt1_frac": 0.119,
  "slew_violations": 0,
  "maxCapViolations": 0,
  "dieArea_sq_mm": 0.00792,
  "clock_latency_ps": 230,
  "syn_area_sq_um": 475,
  "cp_num_buf_inv": 1,
  "insertedDiodeCount": 0,
  "ys_async_sr_fraction": 1.00,
  "io_pins": 18,
  "synth_top_cell_by_count": "dfrtp_1",
  "fp.coreArea_sq_mm": 0.00466,
  "antenna_found_initial": 0,
  "clockRootBuffer": "clkbuf_8",
  "cp_cell_sequence": "clkdlybuf4s50_1 > nor2b_1 > ha_1 > ha_1 > xor2_1 > xnor2_1 > mux2i_1 > nor4_1",
  "wl_met2_um": 620,
  "critPathTopFamily": "adder cells",
  "fmax_mhz": 416,
  "ys_top_cells_by_count": "dfrtp_1, xor2_1, xnor2_1",
  "wl_met1_um": 356,
  "yosys.area.top_type_share": 0.474,
  "crit_path_end_kind": "flip-flop",
  "synth_cells": 37,
  "status": "finished, final reports clean",
  "hold_class": "flip-flop to flip-flop",
  "place_hpwl_um": 927,
  "vias": 348,
  "ys_warn_count": 1,
  "pwr-share-seq": 0.318,
  "synthFlopType": "dfrtp_1",
  "synthTopCellsByArea": "dfrtp_1, xor2_1, xnor2_1, dfstp_2, ha_1",
  "hold_violations": 0,
  "finalSetupViolations": 0,
  "wl_um": 1130,
  "fin_setup_tns_ps": 0,
  "io_buffers": 17,
  "first_iter_violations": 5
}
[logic make-up (layout without fill, tap and decap cells)]
family / count (synthesis) / in the layout / share of synthesized area
AND/OR/NAND/NOR: 7 / 7 / 0.0869
flip-flops: 10 / 10 / 0.529
buffers and inverters: 0 / 22 / 0
XOR/XNOR: 14 / 14 / 0.258
adder cells (fa/ha/maj): 2 / 2 / 0.0526
AND-OR/OR-AND: 3 / 3 / 0.0526
multiplexers: 1 / 1 / 0.0211
[power by group through the flow]
stage	registers, W	logic (W)	clock network [W]
5_1_grt	0.000307	0.000527	0.000159
4_1_cts	0.000295	0.000489	0.000151
6_report	0.000291	0.000476	0.000147
[cells in the final DEF, fill, tap and decap left out, drive strengths merged, types with 2 or more instances in the layout]
| master | count |
|---|---|
| clkdlybuf4s50 | 17 |
| dfrtp | 9 |
| xor2 | 8 |
| xnor2 | 6 |
| clkbuf | 4 |
| ha | 2 |
| a21boi | 2 |
[final timing paths]
kind	from	endpoint	slack (ps)	depth (start not counted)
setup / recovery	ren	empty	400	8
hold / removal	bin[4]	gray[3]	580	1
setup reg to reg	empty	empty	790	7
hold reg to reg	bin[4]	gray[3]	580	1
max in group asynchronous	rrst_n	empty	1830	1
min in group asynchronous	rrst_n	bin[0]	640	1
[layer usage]
layer,vias to the layer above,track usage
met5,-,0
met4,0,0.00578
met3,2,0.0110
met2,12,0.0519
met1,165,0.0274
li1,169,-
[final cells by class]
type / instances / area (sq um) / area share
multi-input cells: 27 / 224 / 0.292
flip-flops and latches: 10 / 251 / 0.328
repair buffers: 18 / 178 / 0.232
well taps: 54 / 67.6 / 0.0882
clock buffers: 4 / 45.0 / 0.0588
[stage by stage]
stage / area (sq um) / setup slack [ps]
after floorplan: 475 / 798
after global placement: 721 / 212
after detailed placement: 721 / 204
after CTS: 766 / 389
after global routing: 766 / 187
final: 766 / 395
[registers in the layout, indices dropped and copies added, names as in the netlist]
name and count:
bin 5, gray 4, empty 1
Power and IR drop assume default switching activity.
